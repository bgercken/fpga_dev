==> design/flow/design.v <==
`timescale 1ns / 1ps
module debounce(
    input CLK,
    input switch_a,
    input switch_b,
    output reg led_a,
    output reg led_b,
    output reg led_c,
	 output reg led_d,
	 output reg led_e,
	 output reg led_f
    );
wire s_a_dn, s_b_up, s_a_state, s_b_state;
debouncer d1(.CLK (CLK), .switch_input (switch_a), .trans_dn (s_a_dn));
debouncer d2(.CLK (CLK), .switch_input (switch_b), .trans_up (s_b_up));
debouncer d3(.CLK (CLK), .switch_input (switch_a), .state (s_a_state));
debouncer d4(.CLK (CLK), .switch_input (switch_b), .state (s_b_state));
always @(posedge CLK)
begin
	if (s_a_dn)
	begin
		led_a <= ~ led_a;
	end
	if (s_b_up)
	begin
		led_b <= ~ led_b;
	end
  led_c <= s_a_state;
  led_d <= s_b_state;
  led_e <= ~ s_a_state;
  led_f <= ~ s_b_state;
end
endmodule
module debouncer(
	input CLK,
	input switch_input,
	output reg state,
	output trans_up,
	output trans_dn
	);
reg sync_0, sync_1;
always @(posedge CLK)
begin
	sync_0 = switch_input;
end
always @(posedge CLK)
begin
	sync_1 = sync_0;
end
reg [16:0] count;
wire idle = (state == sync_1);
wire finished = &count;          
always @(posedge CLK)
begin
	if (idle)
	begin
		count <= 0;
	end
	else
	begin
		count <= count + 1;
		if (finished)
		begin
			state <= ~state;
		end
	end
end
assign trans_dn = ~idle & finished & ~state;
assign trans_up = ~idle & finished & state;
endmodule
==> design/flow/run.sh <==
#!/bin/bash
# OpenROAD 26Q1-2900-gdf79404cd8, Yosys 0.63+post, stock flow scripts
make -C /OpenROAD-flow-scripts/flow DESIGN_CONFIG=/design/flow/config.mk WORK_HOME=/design/flow/orfs finish
==> design/flow/config.mk <==
export PLATFORM = sky130hd
export DESIGN_NAME = debounce
export DESIGN_NICKNAME = debounce
export VERILOG_FILES = /design/flow/design.v
export SDC_FILE = /design/flow/constraint.sdc
export NUM_CORES = 4
export LEC_CHECK = 1
export CORE_UTILIZATION = 40
==> design/flow/constraint.sdc <==
current_design debounce

set clk_period 4.6
set clk_io_pct 0.2

create_clock -name clk0 -period $clk_period [get_ports {CLK}]

set non_clock_inputs [all_inputs -no_clocks]
set_input_delay [expr $clk_period * $clk_io_pct] -clock clk0 $non_clock_inputs
set_output_delay [expr $clk_period * $clk_io_pct] -clock clk0 [all_outputs]
==> run notes <==
The synthesis and place-and-route flow finished, so here is a summary.

The count of instantiated cells in the yosys netlist is 368. The number of antenna violations at the first check in global routing is 0. The aoi/oai-family share of the synthesized area is 0.0535. The type of element capturing the critical path is an output port. The final setup TNS came out at 0 ns. In the synthesized netlist the dominant register cell turns out to be dfxtp_1. The first global-routing pass estimated 9400 µm of wire. The power report attributes to the combinational group a share of 0.027. The number of nets with antenna violations after routing came out at 0. The post-route clock period utilization is 0.457.

The insertion delay at the late pin of the worst-skew pair came out at about 0.35 ns. The number of flops mapped to enable cells by yosys is 6. The portion of synthesized cell area occupied by the leading cell type is 0.452. The pre-antenna-repair detailed-routing pass consisted of 4 iterations.

The vertical die size came out at roughly 94 µm. The half-perimeter wire length of the detailed placement result is 3400 µm. For the completed layout, the total cell area is recorded as 3780 µm².

The setup skew after layout is approximately 0.01 ns. Setup repair after global routing left no endpoint under its margin. The number of H-tree levels is 3. Walking the worst path, the cells encountered are clkdlybuf4s50_1.

After clock tree synthesis, the repair step resized 0 gates. Antenna repair during routing inserted a diode count of 0. The total of endpoints with negative setup slack in the final report is 0.

The worst hold margin is 0.328 ns. VDD sags by at most 176 µV. Based on the critical path, the design can be clocked at up to 476 MHz. The share of flip-flops with an asynchronous set or reset after synthesis is 0. The clock network fraction of total power came out at 0.397. The mapped cell area is 3370 µm². Post-CTS timing repair inserted 0 buffers for setup. The script logs the ratio of routed vias to standard cells as roughly 4.8. The count of warning messages emitted by the tools came out at 25. The kind of cell with the highest combined delay along the critical path is buffers and inverters. The share of cells above drive strength 1 came out at 0.0716. The count of different cell masters after synthesis came out at 33. The internal power of the cells totals 0.994 mW. Overall routing resource usage recorded by global route was 0.134. The area growth from synthesis to final layout came out at 12.4%.

The placed instance area came out at around 3600 µm². STA puts the critical path data arrival time at about 1.2 ns. TritonCTS created 9 clock buffers. The adder-cell share of the synthesized area came out at 0.0223. The chip width is 93.7 µm.

The synthesis stats list as the most numerous cell dfxtp_1. The port buffer count is 8. The power density over the cells is 339 nW/µm².

The top-level I/O count is 9. The routed via count came out at between 2000 and 2500. By area the synthesized netlist is led by dfxtp_1, xnor2_1, nor2_1, edfxtp_1, nand3_1. For this run, the slowest stage of the critical path takes about 0.46 ns. The total net switching power came out at 0.288 mW. During synthesis, Yosys emitted a total of 2 warnings. The sequential cell area fraction in the yosys report came out at 0.506. The sequential power share is 0.576. The total DRC errors in the routed layout came out at 0. The number of synthesized register bits came out at 82. Per the synthesis report, the simple-gate share of the synthesized area is 0.274.

Switching power as a fraction of the total was reported as 0.225. For this run, the share of the core covered by cells in the final layout is 0.463. The chip occupies between 8000 and 9000 µm².

The via count of the first global-routing pass came out at 2115. In this run the clock root is driven by a clkbuf_8. The reg2reg setup slack is 2.80 ns. The slowest stage cell on the critical path is clkdlybuf4s50_1.

The clock-pin slew on the worst setup and hold paths is about 0.090 ns. The clock tree from TritonCTS is built. Sorting the synthesized cells by how often they occur yields dfxtp_1, nor2_1, xnor2_1. The critical path endpoint has a required time of 3.68 ns. The average detailed-routed wire length per instance came out at 10.8 µm. The worst min-delay path class is reg -> reg.

The normalized max-slew margin is 0.489. Per the detailed-route log, wirelength across all metal layers totals roughly 5300 µm. The total overflow left after global routing is 0. The synthesized instance count is 368.

In this run, the synthesized area fraction spent on xor and xnor cells is recorded as 0.109. Of the post-synthesis cell area, the part taken by muxes is 0.0126. The count of maximum capacitance violations came out at 0.

The maximum fanout encountered on the critical timing path came out at 2. After clock tree synthesis, the flow added hold-fix buffers numbering 0. The cell count after placement came out at 480. The number of placement rows is 33. The worst path in the final design needs a cycle of 2.10 ns, including I/O delays and setup. The average size of a mapped cell is 9.15 µm². Together, buffers and inverters on the worst path number 1. Per the gpl log, the routability congestion estimate is 0.778. The run finished with clean final reports. Counting pins that exceed their max-slew limit in the final report gives 0. The deepest clock path buffer count came out at 2. Clock tree synthesis found a total of 82 sinks. The final timing report lists a hold violation count of 0. The effective utilization at floorplan came out at 0.412. The pin closest to its max-slew limit shows a slew of 0.764 ns. The maximum number of pins on one net before global-route repair came out at 21. After the first detailed-routing iteration, the DRC count stood at 55. The area reported by Yosys stat came out at roughly 3400 µm². The critical path is of the reg -> out type. The final cell count without fillers came out at ~500. The total leakage power came out at roughly 1.2 nW. The cell taking the most area after synthesis is dfxtp_1. The worst setup path is launched from a flop.

The main logic family after synthesis is simple AND/OR/NAND/NOR gates. The total area inside the core boundary comes to 8180 µm².
[metrics by stage]
| stage | total power [mW] | worst slack [ns] |
|---|---|---|
| 2_1_floorplan | 0.778 | 3.00 |
| 3_3_place_gp | 0.789 | 2.86 |
| 3_5_place_dp | 0.790 | 2.82 |
| 4_1_cts | 1.30 | 2.47 |
| 5_1_grt | 1.34 | 2.42 |
| 6_report | 1.28 | 2.50 |
[power by group through the flow]
stage	Sequential, mW	Combinational [mW]	Clock, mW
after CTS	0.738	0.0352	0.530
after global routing	0.740	0.0403	0.562
final	0.738	0.0346	0.510
[flip-flops by register name, summed over array words and instances (netlist names), 17 cells and up]
signal and cells:
d1.count 17, d3.count 17, d2.count 17, d4.count 17
[logic make-up (layout without fill, tap and decap cells)]
family,count (synthesis),after routing
flops,82,82
xor+xnor,42,42
simple gates,182,182
buf+inv,20,43
compound gates,32,32
fa+ha+maj,6,6
mux,4,4
[cell usage in the layout, fill, tap and decap left out, types with 12 or more instances in the layout]
cell,count
nand2_1,24
nor4_1,12
nor3_1,15
nand3_1,28
dfxtp_1,76
nor2_1,57
xnor2_1,31
a21oi_1,15
inv_1,15
[final cells by class]
class | count | area [µm²]
clock buffers | 10 | 128
fillers | 766 | 4390
clock inverters | 6 | 66.3
inverters | 15 | 56.3
well taps | 105 | 131
repair buffers | 12 | 110
multi-input cells | 266 | 1590
flip-flops and latches | 82 | 1700
[worst paths after layout]
check | startpoint | endpoint | cells after the start
min reg2reg | d4.sync_0 | d4.sync_1 | 0
max reg2reg | d1.count[0] | led_a | 5
min | d4.sync_0 | d4.sync_1 | 0
max | led_a | led_a | 1
[routing by layer]
metal / share of wire / vias up / GRT usage
li1: - / 1316 / -
met1: 0.54 / 1049 / 0.211
met2: 0.41 / 26 / 0.197
met3: 0.035 / 7 / 0.0346
met4: 0.013 / 0 / 0.0179
met5: 0 / - / 0
No activity file was given, so power comes from the tool's default toggle rates.
