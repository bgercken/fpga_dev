### /design/flow/constraint.sdc
current_design counter_7_seg

set clk_period 4.1
set clk_io_pct 0.2

create_clock -name clk0 -period $clk_period [get_ports {CLK}]

set non_clock_inputs [all_inputs -no_clocks]
set_input_delay [expr $clk_period * $clk_io_pct] -clock clk0 $non_clock_inputs
set_output_delay [expr $clk_period * $clk_io_pct] -clock clk0 [all_outputs]
### /design/flow/config.mk
export PLATFORM = sky130hd
export DESIGN_NAME = counter_7_seg
export DESIGN_NICKNAME = counter_7_seg
export VERILOG_FILES = /design/flow/design.v
export SDC_FILE = /design/flow/constraint.sdc
export NUM_CORES = 4
export LEC_CHECK = 1
export CORE_UTILIZATION = 40
### /design/flow/design.v
`timescale 1ns / 1ps
module counter_7_seg(
    input CLK,
    input switch_up,
    input switch_clear,
    output [7:0] SEG,
    output [3:0] DIGIT
    );
wire s_up, s_clear;
debouncer d1(.CLK (CLK), .switch_input (switch_up), .trans_dn (s_up));
debouncer d2(.CLK (CLK), .switch_input (switch_clear), .trans_dn (s_clear));
reg [3:0] units, tens, hundreds, thousands;
display_7_seg display(.CLK (CLK), .units (units), .tens (tens), .hundreds (hundreds), .thousands(thousands), .SEG (SEG), .DIGIT (DIGIT));
always @(posedge CLK)
begin
	if (s_up)
	begin
		units <= units + 1;
		if (units == 9)
		begin
			units <= 0;
			tens <= tens + 1;
			if (tens == 9)
			begin
				tens <= 0;
				hundreds <= hundreds + 1;
			end
		end
	end
	if (s_clear)
	begin
		units <= 0;
		tens <= 0;
		hundreds <= 0;
	end
end
endmodule
module decoder_7_seg(
	input CLK,
   input [3:0] D,
   output reg [7:0] SEG
   );
always @(posedge CLK) 
begin
	case(D)
    4'd0: SEG <= 8'b00000011;
    4'd1: SEG <= 8'b10011111; 
    4'd2: SEG <= 8'b00100101;
    4'd3: SEG <= 8'b00001101;
    4'd4: SEG <= 8'b10011001;
    4'd5: SEG <= 8'b01001001;
    4'd6: SEG <= 8'b01000001;
    4'd7: SEG <= 8'b00011111;
    4'd8: SEG <= 8'b00000001;
    4'd9: SEG <= 8'b00001001;
    default: SEG <= 8'b11111111;
	endcase
end
endmodule
`timescale 1ns / 1ps
module display_7_seg(
    input CLK,
    input [3:0] units,
    input [3:0] tens,
    input [3:0] hundreds,
    input [3:0] thousands,
    output [7:0] SEG,
    output reg [3:0] DIGIT
    );
reg [3:0] digit_data;
reg [1:0] digit_posn;
reg [23:0] prescaler;
decoder_7_seg decoder(.CLK (CLK), .SEG (SEG), .D (digit_data));
always @(posedge CLK)
begin
	prescaler <= prescaler + 24'd1;
	if (prescaler == 24'd50000)   
	begin
		prescaler <= 0;
		digit_posn <= digit_posn + 2'd1;
		if (digit_posn == 0)
		begin
			digit_data <= units;
			DIGIT <= 4'b1110;
		end
		if (digit_posn == 2'd1)
		begin
			digit_data <= tens;
			DIGIT <= 4'b1101;
		end
		if (digit_posn == 2'd2)
		begin
			digit_data <= hundreds;
			DIGIT <= 4'b1011;
			digit_posn <=0;
		end
	end
end
endmodule
module debouncer(
	input CLK,
	input switch_input,
	output reg state,
	output trans_up,
	output trans_dn
	);
reg sync_0, sync_1;
always @(posedge CLK)
begin
	sync_0 = switch_input;
end
always @(posedge CLK)
begin
	sync_1 = sync_0;
end
reg [16:0] count;
wire idle = (state == sync_1);
wire finished = &count;          
always @(posedge CLK)
begin
	if (idle)
	begin
		count <= 0;
	end
	else
	begin
		count <= count + 1;
		if (finished)
		begin
			state <= ~state;
		end
	end
end
assign trans_dn = ~idle & finished & ~state;
assign trans_up = ~idle & finished & state;
endmodule
### /design/flow/run.sh
#!/bin/bash
# OpenROAD 26Q1-2900-gdf79404cd8, Yosys 0.63+post, stock flow scripts
make -C /OpenROAD-flow-scripts/flow DESIGN_CONFIG=/design/flow/config.mk WORK_HOME=/design/flow/orfs finish
==> run notes <==
Flow results are below.

- The run finished with clean final reports.
- Before placement the cells fill 41.1% of the core.
- The leakage component of the power was reported as 0.00159 µW.
- The final antenna diode tally reported by the flow is 0.
- The endpoint of the most critical register-to-register path is hundreds[3], for reference.
- The via count normalized by instance count is 4.81, for reference.
- Per STA, the worst path is made up of ha_1 > and4_1 > nand3_1 > nor3_1 > ha_1 > and4b_1 > nand3_1 > or3_1 > a21oi_1.
- The number of setup buffers added after CTS is 0.
- The synth_stat.txt file lists the number of cells as 430.
- The critical setup path kind is reg -> reg, for reference.
- According to the timing report, the data required time at the worst endpoint equals 4.39 ns.
- The number of antenna violations at the first check in global routing is 0, for reference.
- Global routing finished with a remaining overflow of 0.
- For this run, the chip area from Yosys synthesis comes to 0.00400 mm².
- For this sky-water flow run, the detailed-routed wirelength per cell is reported as 10.6 µm.
- The final cycle utilization of the critical path is 59.5%, for reference.
- Clock-pin slew was measured on the worst setup and hold paths at 0.08 ns.
- The worst setup path is captured at a flop.
- Entering global routing, the biggest net connects 21 pins.
- The post-route antenna net violation count is 0, for reference.
- The clock insertion delay at the later pin of the skew report is 0.36 ns, for reference.
- The vertical die dimension reported for this design is 102 µm.
- The final-report setup violation count is 0, for reference.
- The worst path arrival time is 2.73 ns, for reference.
- The max-slew check reports its worst relative slack as 51.3%.
- According to the floorplan report, the placeable core area is 0.00973 mm².
- The largest stage delay on the critical path is 0.37 ns, for reference.
- The sink count of the clock tree is 92, for reference.
- In the log, the iteration count for the first detailed-route pass is 4.
- After detailed placement, the design holds a cell count of 564.
- Per the timing report, the biggest fanout along the worst path comes to 6.
- The count of cells in the finished layout, fillers not included, comes to 580.
- Of all flip-flops after synthesis, the portion carrying an async set or reset was 0%.
- The wire length of the first global-routing pass is 10,700 µm, for reference.
- Per the final report, max-transition violations number 0.
- The count of cells along the worst register-to-register path is 9, for reference.
- The part of the Yosys area used for sequential elements is 48.8%, for reference.
- Total global-route track usage over all layers is 13.0%.
- The die extent in x is 102 µm, for reference.
- The final core utilization is 45.2%, for reference.
- The number of maximum-capacitance constraint violations is 0, for reference.
- In the hold report, the worst path ends at d2.sync_1.
- The detailed router's first-iteration violation count is 89, for reference.
- After detailed placement, the total cell area comes to 0.00424 mm².
- The average size of a mapped cell is 9.31 µm², for reference.
- The min-delay analysis places its worst path in the category reg -> reg.
- The worst hold path depth is 0, for reference.
- The slack of the worst reg-to-reg path is 1.66 ns, for reference.
- After clock tree synthesis, the flow added hold-fix buffers numbering 0.
- Before any placement, the netlist area is recorded as 0.00400 mm².
- Looking at the reg2reg group, the worst path starts from d1.count[0].
- Looking at the clock tree report, the H-tree level count equals 3.
- The transition time recorded at the tightest slew-check pin is 0.724 ns.
- The final-layout setup total negative slack is 0 ns, for reference.
- Counting distinct cell types in the post-synthesis netlist gives 38.
- The critical path's slowest cell is sky130_fd_sc_hd__dfxtp_1, for reference.
- The worst clock skew is 0.0128 ns, for reference.
- The buffers plus inverters on the worst setup path is 0, for reference.
- The number of warnings reported in the stage logs is 32.
- The clock passes through at most 2 buffers.
- The post-synthesis cell count is 430, for reference.
- The post-detailed-routing wire length is 6160 µm, for reference.
- The count of cells resized by post-cts repair is 0, for reference.
- By area the synthesized netlist is led by sky130_fd_sc_hd__dfxtp_1, sky130_fd_sc_hd__edfxtp_1, sky130_fd_sc_hd__xnor2_1.
- The number of global-route vias before repair is 2,440, for reference.
- Per the TritonCTS log, the buffer count is 9.
- After routing the design area is 0.00440 mm².
- The post-synth tally of flip-flops with integrated enable is 11, for reference.
- The final number of hold-violating endpoints is 0, for reference.
- The total die area is 0.0104 mm², for reference.
- Buffers placed on the I/O ports in this run total 12.
- The kind of launch point of the worst setup path is a flop, for reference.
- Setup repair after global routing left no endpoint under its margin.
- The final weighted congestion of routability-driven global placement is 0.812, for reference.
- Per the synthesis report, the dominant area consumer among library cells is sky130_fd_sc_hd__dfxtp_1.
- The tree is rooted in a sky130_fd_sc_hd__clkbuf_8.
- The highest supply drop recorded on VDD is 0.191 mV.
- Across all layers, the routed design uses 2,787 vias.
- The area share of the largest cell type after synthesis is 40.5%, for reference.
- The flop and latch count out of synthesis is 92, for reference.
- The most used flip-flop cell after synthesis is sky130_fd_sc_hd__dfxtp_1.
- The layout cell share with drive strength beyond 1 is 4.70%, for reference.
- After legalization and detailed placement, the total HPWL measured 4250 µm.
- The number of remaining DRC errors is 0, for reference.
- The post-layout minimum cycle time is 2.44 ns, for reference.
- The TritonCTS clock tree is done, for reference.
- The origin of the worst min-delay path is d2.sync_0, for reference.
- The top-level I/O count is 15, for reference.
- Derived from the worst setup path, the maximum achievable clock frequency is 0.410 GHz.
- The cell family with the largest share of critical-path delay is simple AND/OR/NAND/NOR gates, for reference.
- The area overhead of the layout relative to synthesis is 9.94%, for reference.
- The cell area power density is 329 mW/mm², for reference.
- The Yosys warning count is 4, for reference.
- The initialized floorplan defines 36 standard-cell rows.
==> stage by stage <==
stage          hold slack (ns)  setup WS (ns)  total power, µW
3_5_place_dp             0.316           1.67              961
3_3_place_gp             0.314           1.73              960
5_1_grt                  0.341           1.35             1520
2_1_floorplan            0.310           1.56              955
6_report                 0.332           1.66             1450
4_1_cts                  0.336           1.65             1480
==> cell usage in the layout (no fill, tap or decap), types with 12 or more instances in the layout <==
master	n
sky130_fd_sc_hd__clkdlybuf4s50_1	12
sky130_fd_sc_hd__a21oi_1	17
sky130_fd_sc_hd__inv_1	21
sky130_fd_sc_hd__xor2_1	24
sky130_fd_sc_hd__dfxtp_1	81
sky130_fd_sc_hd__nand4_1	21
sky130_fd_sc_hd__nor4_1	12
sky130_fd_sc_hd__nor2_1	63
sky130_fd_sc_hd__xnor2_1	29
sky130_fd_sc_hd__ha_1	15
sky130_fd_sc_hd__nand3_1	22
sky130_fd_sc_hd__nand2_1	28
==> routing by layer <==
metal  vias to the layer above  share of wire (%)  track usage, %
met1                      1257                 53            20.1
met4                         0                1.2            1.65
li1                       1487                  -               -
met5                         -                  0               0
met3                         6                4.4            3.48
met2                        37                 41            19.6
==> how the worst max path moves through the flow <==
| stage | start | cells after the start | endpoint | slack (ns) |
|---|---|---|---|---|
| final | d1.count[0] | 9 | hundreds[3] | 1.66 |
| after global routing | d1.count[0] | 9 | hundreds[3] | 1.35 |
| after CTS | d1.count[0] | 9 | hundreds[3] | 1.65 |
==> final cells by class <==
type | instances | area, µm²
tap | 133 | 166
clock inverter | 7 | 33.8
inverter | 21 | 78.8
fill | 929 | 5330
multi-input combinational | 303 | 1900
sequential | 92 | 1950
clock buffer | 9 | 124
timing repair buffer | 15 | 143
==> synth_stat cells, drive strengths merged (2+ instances only) <==
| cell type | number |
|---|---|
| a21oi | 17 |
| and2 | 3 |
| and4 | 5 |
| buf | 4 |
| clkbuf | 11 |
| dfxtp | 81 |
| edfxtp | 11 |
| ha | 15 |
| inv | 21 |
| mux2 | 2 |
| mux2i | 7 |
| nand2 | 28 |
| nand2b | 3 |
| nand3 | 22 |
| nand4 | 21 |
| nor2 | 63 |
| nor2b | 9 |
| nor3 | 11 |
| nor3b | 2 |
| nor4 | 12 |
| nor4b | 2 |
| o21ai | 11 |
| or3 | 5 |
| or4 | 3 |
| xnor2 | 29 |
| xor2 | 24 |
==> cells by family after synthesis <==
kind of cell    count (synthesis)  synth area share [%]
simple gates                  194                  24.9
mux                             9                  2.31
compound gates                 30                  3.85
xor+xnor                       53                  11.6
fa+ha+maj                      15                  4.69
other cells                     1                0.0937
flops                          92                  48.8
buf+inv                        36                  3.78
==> worst register-to-register path: stages, from the launching register on <==
cell	delay (ns)
sky130_fd_sc_hd__dfxtp_1	0.37
sky130_fd_sc_hd__ha_1	0.23
sky130_fd_sc_hd__and4_1	0.28
sky130_fd_sc_hd__nand3_1	0.09
sky130_fd_sc_hd__nor3_1	0.19
sky130_fd_sc_hd__ha_1	0.22
sky130_fd_sc_hd__and4b_1	0.32
sky130_fd_sc_hd__nand3_1	0.19
sky130_fd_sc_hd__or3_1	0.35
sky130_fd_sc_hd__a21oi_1	0.14
==> state kept, by name, indices dropped and copies added (netlist names), 2 cells and up <==
register / flops
hundreds: 4
display.digit_data: 4
display.decoder.SEG: 7
display.digit_posn: 2
display.prescaler: 24
units: 4
tens: 4
d1.count: 17
d2.count: 17
display.DIGIT: 3
==> where the power goes <==
group	switching, µW	internal (µW)	total, µW	leakage (µW)
combinational	9.78	8.60	18.4	0.000749
clock	300	211	510	0.0000813
sequential	6.07	915	921	0.000759
Power figures rest on the tool's default switching activity, not on a simulated workload.
